==> /design/flow/run.sh <==
#!/bin/bash
# OpenROAD 26Q1-2900-gdf79404cd8, Yosys 0.63+post, stock flow scripts
make -C /OpenROAD-flow-scripts/flow DESIGN_CONFIG=/design/flow/config.mk WORK_HOME=/design/flow/orfs finish
==> /design/flow/config.mk <==
export PLATFORM = sky130hd
export DESIGN_NAME = get_abs_pos_state_machine
export DESIGN_NICKNAME = get_abs_pos_state_machine
export VERILOG_FILES = /design/flow/design.v
export SDC_FILE = /design/flow/constraint.sdc
export NUM_CORES = 4
export LEC_CHECK = 1
export CORE_AREA = 10 10 281 281
export DIE_AREA = 0 0 291 291
==> /design/flow/constraint.sdc <==
current_design get_abs_pos_state_machine

set clk_period 25.7
set clk_io_pct 0.2

create_clock -name clk0 -period $clk_period [get_ports {clk}]

set non_clock_inputs [all_inputs -no_clocks]
set_input_delay [expr $clk_period * $clk_io_pct] -clock clk0 $non_clock_inputs
set_output_delay [expr $clk_period * $clk_io_pct] -clock clk0 [all_outputs]
==> /design/flow/design.v <==
`timescale 1ns / 1ps
module get_abs_pos_state_machine(
	input wire clk,
	input wire rst,
	input wire init_state_machine,
	input wire hls_done,
	input wire hls_ready,
	input wire [31:0] axis1_hw_counter,
	input wire [31:0] axis1_set_position_part1,
	input wire [31:0] axis1_set_position_part2,
	input wire [31:0] axis1_counts_per_m,
	input wire [31:0] axis2_hw_counter,
	input wire [31:0] axis2_set_position_part1,
	input wire [31:0] axis2_set_position_part2,
	input wire [31:0] axis2_counts_per_m,
	input wire [63:0] selected_axis_hls_calculated_abs_pos,
	output reg 		  start_hls_calculations,  
	output reg [2:0]  state,
	output reg [31:0] selected_axis_hw_counter,
	output reg [31:0] selected_axis_set_position_part1,
	output reg [31:0] selected_axis_set_position_part2,
	output reg [31:0] selected_axis_counts_per_m,
	output reg [63:0] axis1_hls_calculated_abs_pos,
	output reg [63:0] axis2_hls_calculated_abs_pos
);
	reg [2:0] prev_state;
	reg [6:0] wait_execution_counter;
	reg init_state_machine_reg;
	reg hls_done_reg;
	reg hls_ready_reg;	
	integer RESET = 0,  
			INITIAL_STATE   = 1,
			IDLE = 2, 
			CALCULATE_AXIS1_POS = 3,
			CALCULATE_AXIS1_POS_DONE = 4,
			CALCULATE_AXIS2_POS = 5,
			CALCULATE_AXIS2_POS_DONE = 6,
			DONE = 7; 
	always @ (posedge clk or negedge rst) begin
	if (!rst) begin
		init_state_machine_reg <= 0;
		hls_done_reg <= 0;
		hls_ready_reg <= 0;	
	end    
	else begin       
	   init_state_machine_reg <= init_state_machine;
	   hls_done_reg <= hls_done;
	   hls_ready_reg <= hls_ready;	
	end
	end         
    always @ (posedge clk or negedge rst) begin
        if (!rst) begin
            state 								<= RESET;
			prev_state 							<= RESET;
			start_hls_calculations 				<= 0;
			selected_axis_hw_counter 			<= 0;
			selected_axis_set_position_part1 	<= 0;
			selected_axis_set_position_part2 	<= 0;
			selected_axis_counts_per_m 			<= 0;			
        end
        else begin            			
			prev_state <= state;
			start_hls_calculations <= 0;
			case (state)
				RESET:
				begin
				   state  <= INITIAL_STATE;					   
				end					
				INITIAL_STATE:
				begin
					if(init_state_machine_reg) begin				
						state  <= IDLE;	
					end
				end
				IDLE:
				begin
						state <= CALCULATE_AXIS1_POS;
				end      
				CALCULATE_AXIS1_POS:
				begin
				   if(prev_state != state) begin  
					   start_hls_calculations 			<= 1;
					   selected_axis_hw_counter 		<= axis1_hw_counter;
  					   selected_axis_set_position_part1 <= axis1_set_position_part1;
					   selected_axis_set_position_part2 <= axis1_set_position_part2;
					   selected_axis_counts_per_m 		<= axis1_counts_per_m;
				   end
				   else begin						
  					    start_hls_calculations <= 0;
						if(hls_done_reg) begin
							state 							<= CALCULATE_AXIS1_POS_DONE;  
							axis1_hls_calculated_abs_pos 	<= selected_axis_hls_calculated_abs_pos; 
						end
				   end
				end    
				CALCULATE_AXIS1_POS_DONE:
				begin
						state <= CALCULATE_AXIS2_POS;
				end                
				CALCULATE_AXIS2_POS:
				begin
				   if(prev_state != state) begin  
					   start_hls_calculations 			<= 1;
					   selected_axis_hw_counter 		<= axis2_hw_counter;
  					   selected_axis_set_position_part1 <= axis2_set_position_part1;
					   selected_axis_set_position_part2 <= axis2_set_position_part2;
					   selected_axis_counts_per_m 		<= axis2_counts_per_m;
				   end
				   else begin						
  					    start_hls_calculations <= 0;
						if(hls_done_reg) begin
							state 							<= CALCULATE_AXIS2_POS_DONE;  
							axis2_hls_calculated_abs_pos 	<= selected_axis_hls_calculated_abs_pos;
						end
				   end
				end  
				CALCULATE_AXIS2_POS_DONE:
				begin
				   state  <= DONE;
				end						
				DONE:
				begin
				   state  <= INITIAL_STATE;
				end						
				default :                                                                                         
				begin                                                                                           
					state  <= INITIAL_STATE;                                                              
				end      	           
			endcase
		end
    end    
endmodule
==> reports/results.txt <==
Top delay family on crit path -> buffers and inverters
# DRC -> 0
count of library flops with an enable pin -> 128
Core Area -> 0.07283 mm²
Num Clock Sinks -> 265
CTS Buf Count -> 30
Die Area -> 0.08468 mm²
GRT met2 Usage -> 14.77%
Yosys reg bits -> 265
IO Port Bufs -> 583
most frequent cell after synthesis -> mux2_2
outcome -> finished, final reports clean
mapped cell area -> 0.01061 mm²
CP bufs+invs -> 1
Worst Clk Skew -> 7.207 ps
Hold Crit Class -> register to register
antenna violations before repair -> 1
cell total after placement -> 2106
diode count -> 0
critical path's largest stage delay -> 650 ps
CTS tree -> done
Pre-Repair DR Iteration Count -> 4
CP Cell Sequence -> clkdlybuf4s50_1
CP Launch Type -> register
Unique masters post-synth -> 33
Detailed Route Iter0 Violations -> 177
Syn Area/Cell -> 18.20 µm²
biggest regs -> axis1_hls_calculated_abs_pos: 64 flops, axis2_hls_calculated_abs_pos: 64 flops
total grt overflow -> 0
GRT Total Usage -> 8.332%
setup ws final -> 18710 ps
Synth-to-Final Area Change -> 75.34%
Achievable Freq -> 0.1430 GHz
Cell Count, Final, Fillers Out -> 2161
GPL Wtd Cong -> 0.8324
Vias/cell -> 3.376
post-synthesis cell count -> 583
Worst VDD drop -> 0.05802 mV
PwrDens -> 96.11 mW/mm²
post-synth top area share -> 36.23%
Seq share, synth -> 68.55%
Worst Path Arrival -> 1850 ps
num ports -> 585
Tool Warnings -> 29
first-pass GRT wire length -> 54.08 mm
Post-synth ARST share -> 51.70%
Final Hold Viols -> 0
most frequent cells after synthesis -> 177 x mux2_2, 137 x dfrtp_1, 128 x edfxtp_1, 79 x mux2_1, 11 x buf_4
CTS clk-pin slew, worst paths -> 60 ps
Longest Clk Path Bufs -> 3
fin crit period -> 6994 ps
root buf cell -> clkbuf_16
vias in the first global route -> 8189
ys flop type -> dfrtp_1
max-slew violations -> 0
met1 Usage GRT -> 9.440%
YS chip area -> 0.01061 mm²
die width -> 291 µm
CP required -> 20560 ps
gr busiest metal -> met2
total vias in the final route -> 7295
Tot Pwr -> 1.788 mW
area leader, netlist -> edfxtp_1
FP Util -> 14.57%
Worst setup EP type -> primary output
FP Rows -> 99
CP max stage cell -> clkdlybuf4s50_1
antenna violation net count after detailed routing -> 0
Die Y -> 291 µm
Worst Path Max Fanout -> 10
critical path class -> register to primary output
drt total wl -> 36.56 mm
Hold Buf Count CTS -> 0
largest net degree at the start of global routing -> 59
GRT met3 Usage -> 3.230%
Top area cell types -> edfxtp_1 36%, dfrtp_1 32%, mux2_2 19%, mux2_1 8.4%, buf_4 0.78%
Latency at later pin -> 580 ps
ys cells -> 583
pre-CTS setup slack -> 18260 ps
Final Cycle Share -> 27.22%
LEAKAGE -> 6.735 nW
max_cap viols -> 0
RSZ-0062 raised after global routing -> no
Least-Margin Pin Slew -> 762.5 ps
# resized after CTS -> 0
Final HPWL DP -> 29.14 mm
H-tree depth -> 1
Ys Warns -> 1
wire length per cell -> 16.92 µm
Setup-failing EPs final -> 0
Relative slew margins -> 49.17%
layout cells sized above 1 -> 20.38%
Setup Total Neg Slack -> 0 ps
Post CTS Setup Buffer Count -> 0
==> power breakdown <==
group | leakage [nW] | internal, mW | switching, mW
Combinational | 3.45 | 0.471 | 0.249
Clock | 0.513 | 0.266 | 0.175
Sequential | 2.78 | 0.568 | 0.0594
==> placed cells by master (no fill, tap or decap), types with 2 or more instances in the layout <==
| cell type | Yosys | routed |
|---|---|---|
| clkinvlp_4 | 0 | 2 |
| bufinv_16 | 0 | 2 |
| buf_4 | 11 | 10 |
| ha_1 | 4 | 4 |
| edfxtp_1 | 128 | 128 |
| nor2b_1 | 3 | 2 |
| dfrtp_1 | 137 | 137 |
| clkdlybuf4s50_1 | 0 | 582 |
| clkinv_2 | 0 | 3 |
| xor2_1 | 3 | 3 |
| clkbuf_1 | 2 | 4 |
| o21bai_1 | 2 | 2 |
| inv_1 | 3 | 3 |
| clkbuf_16 | 0 | 30 |
| mux2_2 | 177 | 177 |
| mux2_1 | 79 | 79 |
| clkbuf_8 | 0 | 11 |
==> routing by layer <==
metal,vias to the layer above,part of all wire [%],wire length [µm]
met5,-,0,0
li1,3380,-,-
met2,367,52,18930
met1,3508,37,13470
met3,40,9.2,3355
met4,0,2.2,805
==> stage by stage <==
stage / util (%) / hold WS (ps) / area, µm²
after CTS: 25.54 / 486.1 / 18600
after detailed placement: 24.09 / 473.7 / 17550
after floorplan: - / 374.5 / 10610
final: 25.54 / 479.8 / 18600
after global routing: 25.54 / 498.9 / 18600
after global placement: 24.09 / 465.9 / 17550
==> cell families after synthesis <==
family / synth area share (%)
xor+xnor: 0.2477
flops: 68.55
simple gates: 1.191
mux: 27.17
compound gates: 0.5543
fa+ha+maj: 0.4718
buf+inv: 1.816
==> worst register-to-register path, stage by stage (launching register included) <==
cell and delay, ps:
dfrtp_1 460, inv_1 130, ha_1 300, nor4b_4 330, a21oi_2 110, nor3_4 410
buf_4 610, buf_4 610, mux2_2 410
==> area by class of cell <==
class | instances | area, µm²
flip-flops and latches | 265 | 7272
clock buffers | 45 | 917.1
fillers | 7383 | 54230
repair buffers | 593 | 5912
well taps | 959 | 1200
inverters | 3 | 11.26
multi-input cells | 286 | 3154
clock inverters | 10 | 135.1
==> final timing paths <==
| kind | startpoint | slack, ps | depth (start not counted) | end |
|---|---|---|---|---|
| max in group asynchronous | rst | 20160 | 2 | selected_axis_set_position_part2[5] |
| min reg2reg | selected_axis_hw_counter[26] | 480 | 1 | selected_axis_hw_counter[26] |
| max | state[2] | 18710 | 1 | state[2] |
| min in group asynchronous | rst | 4500 | 1 | selected_axis_hw_counter[23] |
| max reg2reg | state[1] | 22220 | 8 | selected_axis_set_position_part1[28] |
| min | selected_axis_hw_counter[26] | 480 | 1 | selected_axis_hw_counter[26] |
Power and IR drop assume default switching activity.
